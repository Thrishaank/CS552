File: /design/flow/config.mk
export PLATFORM = sky130hd
export DESIGN_NAME = execute
export DESIGN_NICKNAME = execute
export VERILOG_FILES = /design/flow/design.v
export SDC_FILE = /design/flow/constraint.sdc
export NUM_CORES = 4
export LEC_CHECK = 1
export CORE_UTILIZATION = 40
File: /design/flow/constraint.sdc
current_design execute

set clk_period 19.5
set clk_io_pct 0.2

create_clock -name clk0 -period $clk_period

set non_clock_inputs [all_inputs -no_clocks]
set_input_delay [expr $clk_period * $clk_io_pct] -clock clk0 $non_clock_inputs
set_output_delay [expr $clk_period * $clk_io_pct] -clock clk0 [all_outputs]
File: /design/flow/design.v
`default_nettype none
module alu (
    input  wire [2:0] i_opsel,
    input  wire        i_sub,
    input  wire        i_unsigned,
    input  wire        i_arith,
    input  wire [31:0] i_op1,
    input  wire [31:0] i_op2,
    output wire [31:0] o_result,
    output wire        o_eq,
    output wire        o_slt
);
    wire signed [31:0] result_s;
    wire [31:0] shifted;
    assign result_s = (i_opsel === 3'b000) ? (i_op1 + (i_op2 ^ {32{i_sub}}) + i_sub) :  
                        ((i_opsel === 3'b001) ? (i_op1 << i_op2[4:0]):  
                        ((i_opsel === 3'b100) ? (i_op1 ^ i_op2) :  
                        ((i_opsel === 3'b101) ? shifted:  
                        ((i_opsel === 3'b110) ? (i_op1 | i_op2) : 
                        ((i_opsel === 3'b111) ? (i_op1 & i_op2) : 
                        (i_unsigned ? {31'b0, (i_op1 < i_op2)} : {31'b0, ($signed(i_op1) < $signed(i_op2))})
                        )))));
    assign shifted = (i_op2[4:0] === 5'h1) ? {{1{i_op1[31] & i_arith}}, i_op1[31:1]} :
                        (i_op2[4:0] === 5'h2) ? {{2{i_op1[31] & i_arith}}, i_op1[31:2]}:
                        (i_op2[4:0] === 5'h3) ? {{3{i_op1[31] & i_arith}}, i_op1[31:3]}:
                        (i_op2[4:0] === 5'h4) ? {{4{i_op1[31] & i_arith}}, i_op1[31:4]}:
                        (i_op2[4:0] === 5'h5) ? {{5{i_op1[31] & i_arith}}, i_op1[31:5]}:
                        (i_op2[4:0] === 5'h6) ? {{6{i_op1[31] & i_arith}}, i_op1[31:6]}:
                        (i_op2[4:0] === 5'h7) ? {{7{i_op1[31] & i_arith}}, i_op1[31:7]}:
                        (i_op2[4:0] === 5'h8) ? {{8{i_op1[31] & i_arith}}, i_op1[31:8]}:
                        (i_op2[4:0] === 5'h9) ? {{9{i_op1[31] & i_arith}}, i_op1[31:9]}:
                        (i_op2[4:0] === 5'hA) ? {{10{i_op1[31] & i_arith}}, i_op1[31:10]}:
                        (i_op2[4:0] === 5'hB) ? {{11{i_op1[31] & i_arith}}, i_op1[31:11]}:
                        (i_op2[4:0] === 5'hC) ? {{12{i_op1[31] & i_arith}}, i_op1[31:12]}:
                        (i_op2[4:0] === 5'hD) ? {{13{i_op1[31] & i_arith}}, i_op1[31:13]}:
                        (i_op2[4:0] === 5'hE) ? {{14{i_op1[31] & i_arith}}, i_op1[31:14]}:
                        (i_op2[4:0] === 5'hF) ? {{15{i_op1[31] & i_arith}}, i_op1[31:15]}:
                        (i_op2[4:0] === 5'h10) ?{{16{i_op1[31] & i_arith}}, i_op1[31:16]}:
                        (i_op2[4:0] === 5'h11) ?{{17{i_op1[31] & i_arith}}, i_op1[31:17]}:
                        (i_op2[4:0] === 5'h12) ?{{18{i_op1[31] & i_arith}}, i_op1[31:18]}:
                        (i_op2[4:0] === 5'h13) ?{{19{i_op1[31] & i_arith}}, i_op1[31:19]}:
                        (i_op2[4:0] === 5'h14) ?{{20{i_op1[31] & i_arith}}, i_op1[31:20]}:
                        (i_op2[4:0] === 5'h15) ?{{21{i_op1[31] & i_arith}}, i_op1[31:21]}:
                        (i_op2[4:0] === 5'h16) ?{{22{i_op1[31] & i_arith}}, i_op1[31:22]}:
                        (i_op2[4:0] === 5'h17) ?{{23{i_op1[31] & i_arith}}, i_op1[31:23]}:
                        (i_op2[4:0] === 5'h18) ?{{24{i_op1[31] & i_arith}}, i_op1[31:24]}:
                        (i_op2[4:0] === 5'h19) ?{{25{i_op1[31] & i_arith}}, i_op1[31:25]}:
                        (i_op2[4:0] === 5'h1A) ?{{26{i_op1[31] & i_arith}}, i_op1[31:26]}:
                        (i_op2[4:0] === 5'h1B) ?{{27{i_op1[31] & i_arith}}, i_op1[31:27]}:
                        (i_op2[4:0] === 5'h1C) ?{{28{i_op1[31] & i_arith}}, i_op1[31:28]}:
                        (i_op2[4:0] === 5'h1D) ?{{29{i_op1[31] & i_arith}}, i_op1[31:29]}:
                        (i_op2[4:0] === 5'h1E) ?{{30{i_op1[31] & i_arith}}, i_op1[31:30]}:
                        (i_op2[4:0] === 5'h1F) ?{{31{i_op1[31] & i_arith}}, i_op1[31]}: i_op1;
    assign o_eq = (i_op1 === i_op2);
    assign o_slt = i_unsigned ? (i_op1 < i_op2) : ($signed(i_op1) < $signed(i_op2));
    assign o_result = result_s;
endmodule
`default_nettype wire
module execute (
    input i_clk, i_rst,
    input [31:0] pc,
    input branch,  
    input imm_alu,  
    input i_arith,  
    input i_unsigned,  
    input i_sub,  
    input check_lt_or_eq,  
    input branch_expect_n,  
    input jump,  
    input is_jalr,  
    input is_lui,  
    input is_auipc,  
    input mem_wb_reg_write_en,  
    input ex_mem_reg_write_en,  
    input [2:0] i_opsel,  
    input [31:0] reg_out_1,  
    input [31:0] reg_out_2,  
    input [31:0] imm,  
    input [31:0] ex_mem_data,  
    input [31:0] mem_wb_data,  
    input wire rs1_used, rs2_used,  
    input [4:0] rs1_addr,  
    input [4:0] rs2_addr,  
    input [4:0] ex_mem_dest_addr,  
    input [4:0] mem_wb_dest_addr,  
    input valid,  
    output wire [31:0] o_rs1_fwd_data, o_rs2_fwd_data,  
    output wire pc_write_trap,
    output [31:0] new_pc,  
    output [31:0] ex_data_out,  
    output o_branch_taken
);
    wire eq, lt;
    wire [31:0] pc_plus4 = pc + 4;
    wire [31:0] pc_plus_imm = pc + imm;
    wire [31:0] result;
    wire [31:0] pc_plus_offset;
    wire [31:0] alu_op1, alu_op2;
    wire branch_taken;
    wire rs1_ex_fwd, rs2_ex_fwd, rs1_mem_fwd, rs2_mem_fwd;
    assign branch_taken = branch ? 
	    		{check_lt_or_eq ? (branch_expect_n ^ lt):
	    		(branch_expect_n ^ eq)} : 0;
    assign pc_plus_offset = (jump | branch_taken) ? 
                    (pc_plus_imm) : (pc_plus4);
    assign o_branch_taken = (branch_taken | jump) & valid;
    assign new_pc = (is_jalr) ? {result[31:1], 1'b0} : pc_plus_offset;
    assign pc_write_trap = |new_pc[1:0];
    assign rs1_ex_fwd = rs1_used && ex_mem_reg_write_en && |ex_mem_dest_addr && (ex_mem_dest_addr == rs1_addr);
    assign rs2_ex_fwd = rs2_used && ex_mem_reg_write_en && |ex_mem_dest_addr && (ex_mem_dest_addr == rs2_addr);
    assign rs1_mem_fwd = rs1_used && mem_wb_reg_write_en && |mem_wb_dest_addr && (mem_wb_dest_addr == rs1_addr);
    assign rs2_mem_fwd = rs2_used && mem_wb_reg_write_en && |mem_wb_dest_addr && (mem_wb_dest_addr == rs2_addr);
    assign alu_op1 =
        (rs1_ex_fwd) ? ex_mem_data :  
        (rs1_mem_fwd) ? mem_wb_data :  
        reg_out_1;	 
    wire [31:0] rs2_fwd_data =
        (rs2_ex_fwd) ? ex_mem_data :  
        (rs2_mem_fwd) ? mem_wb_data :  
        reg_out_2;	 
    assign alu_op2 = imm_alu ? imm : rs2_fwd_data;
    assign o_rs1_fwd_data = alu_op1;
    assign o_rs2_fwd_data = rs2_fwd_data;
    alu iALU1(.i_opsel(i_opsel), .i_sub(i_sub), .i_unsigned(i_unsigned), .i_arith(i_arith),
        .i_op1(alu_op1), .i_op2(alu_op2), .o_result(result), .o_eq(eq), .o_slt(lt));
    assign ex_data_out = jump ? pc_plus4 : is_lui ? imm : is_auipc ? pc_plus_imm : result;
endmodule
File: /design/flow/run.sh
#!/bin/bash
# OpenROAD 26Q1-2900-gdf79404cd8, Yosys 0.63+post, stock flow scripts
make -C /OpenROAD-flow-scripts/flow DESIGN_CONFIG=/design/flow/config.mk WORK_HOME=/design/flow/orfs finish
==> impl_metrics.csv <==
group,metric,value,unit
critical_path,arrival,12.19,ns
flow_run,warnings,99,
final_timing,tns,0,ns
drt,firstDrtPassIters,14,
critical_path,worst_path_max_delay_cell,"o221ai_1",
synthesis,syn_avg_cell_area,6.303,sq um
drt,viasPerCell,7.488,
place,dp_slack,3.826,ns
pwr,powerDensity,40.52,nW/um^2
floorplan,fp-row-count,78,
floorplan,die_width,216.7,um
critical_path,cp_cell_sequence,"clkdlybuf4s50_1 -> xnor2_1 -> nand4_1 -> o31a_1 -> o311ai_2 -> nand2_2 -> clkinv_2 -> buf_4 -> buf_4 -> nand2_1 -> o2bb2ai_1 -> a22oi_1 -> o221ai_1 -> a31oi_1 -> o21ai_1 -> o21ai_1 -> a221oi_1 -> clkdlybuf4s50_1",
critical_path,path_buffers,5,
synthesis,ys_cells,2926,
synthesis,synthCells,2926,
drt,post_drt_wl_per_cell,34.61,um
global_routing,grt_pass1_vias,25860,
floorplan,core,45380,sq um
synthesis,yosysWarningCount,0,
final_timing,finalCriticalPeriod,16.09,ns
final_timing,fmax,0.06216,GHz
hold_path,min_to,"o_branch_taken",
final_timing,setup_viol,0,
pwr,p_total,930.2,uW
final_timing,finalCritPeriodShare,82.50,%
drt,ant_nets,0,
pwr,switchingPower,597.0,uW
final_timing,relSlewSlack,8.054,%
flow_run,max_cap_viol_count,0,
floorplan,chipArea,46970,sq um
drt,drt_iter0_drc,4786,
clock_network,post-cts-setup-buffers,0,
final_timing,maxSlewViolCount,0,
cells_and_area,clkbuf_count,0,
critical_path,startpoint_type,"primary input",
synthesis,ys_types,101,
global_routing,grt_pass1_wl,186.0,mm
pwr,intPower,333.2,uW
cells_and_area,flop_area,0,sq um
critical_path,setup.worst_path.start,"mem_wb_dest_addr[4]",
final_timing,hold_slack,8.721,ns
cells_and_area,drive_above_1_share,8.574,%
pwr,ir_worst_vdd,0.00003035,V
cells_and_area,logic_area,16990,sq um
global_routing,grt_max_degree,86,
floorplan,io_pins,363,
critical_path,worst_path_dominant_cell_family,"AND-OR/OR-AND gates",
global_routing,overflow,0,
synthesis,ys_seq_share,0,%
drt,wl,131.4,mm
floorplan,initial_utilization,40.64,%
critical_path,worstPathMaxFanout,60,
global_routing,grt_antenna_before_repair,19,
pwr,p_leak,8.604,nW
cells_and_area,area_growth,24.47,%
place,dpl.cell_count,3782,
cells_and_area,fillCellCount,4442,
hold_path,hold-path-cell-count,3,
place,io_buffers,361,
synthesis,syn_area,18440,sq um
final_timing,rsz0062_at_grt,"false",
drt,num_vias,28430,
global_routing,grt.total_usage,55.07,%
critical_path,worst-endpoint-required,15.60,ns
cells_and_area,final_cells,3796,
drt,drc,0,
critical_path,slowest_delay,0.74,ns
place,gp_congestion,1.215,
hold_path,worstHoldStart,"valid",
critical_path,crit_type,"in2out",
final_timing,hold_violations,0,
clock_network,cts.repair.resized,0,
synthesis,ys_area,18440,sq um
hold_path,hp-class,"in2out",
status,outcome,"finished, final reports clean",
critical_path,worstSetupEndpointType,"output port",
cells_and_area,ff_count,0,
pwr,switching_share,64.18,%
floorplan,die_h,216.7,um
clock_network,ctsHoldBuffers,0,
final_timing,worst_slew_pin_slew,1.374,ns
place,hpwl,93.56,mm
final_timing,timing.final.ws_setup,3.413,ns
[cell type report]
cell class,count,share of cell area [%]
Inverter,106,1.750
Antenna cell,12,0.1308
Timing Repair Buffer,518,20.84
Multi-Input combinational cell,2560,74.01
Tap cell,600,3.270
[cells in the mapped netlist, types with 39 or more instances]
cell type | n | area [sq um]
ha_1 | 159 | 1989
a221oi_1 | 42 | 367.9
clkbuf_1 | 148 | 555.5
o21ai_0 | 294 | 1471
a21oi_1 | 307 | 1536
nor2_1 | 215 | 807.0
o211ai_1 | 42 | 315.3
xnor2_1 | 93 | 814.5
mux2i_1 | 96 | 960.9
nand3_1 | 120 | 600.6
a211oi_1 | 60 | 450.4
o22ai_1 | 72 | 450.4
inv_1 | 88 | 330.3
buf_2 | 66 | 330.3
a31oi_1 | 40 | 250.2
nor3_1 | 106 | 530.5
xor2_1 | 39 | 341.6
nand2_1 | 258 | 968.4
[cell families (layout without fill, tap and decap cells)]
family | after synthesis | in the layout | share of synthesized area (%)
buffers and inverters | 366 | 624 | 8.135
muxes | 108 | 108 | 6.004
other | 0 | 12 | 0
adders and majority gates | 161 | 161 | 11.00
xor gates and xnor gates | 132 | 132 | 6.269
AOI/OAI and AO/OA | 1277 | 1277 | 45.41
and+or+nand+nor | 882 | 882 | 23.18
[worst max path at each step]
stage,endpoint,slack (ns),cells past startpoint
4_1_cts,ex_data_out[30],3.80,25
5_1_grt,ex_data_out[30],3.13,25
6_report,ex_data_out[4],3.41,18
[layer usage]
metal | GRT usage [%] | part of all wire [%] | vias to the layer above
li1 | - | - | 11760
met3 | 33.75 | 18 | 873
met2 | 72.67 | 37 | 2709
met5 | 7.604 | 0.26 | -
met1 | 63.73 | 35 | 13070
met4 | 39.39 | 10 | 18
[tightest hold or removal path, delay by kind of cell]
| kind | cells | cell delay, ns |
|---|---|---|
| buffers and inverters | 2 | 0.79 |
| and+or+nand+nor | 1 | 0.13 |
[placed cells by master (no fill, tap or decap), types with 93 or more instances in the layout]
cell             count
a21oi_1            307
buf_4              156
clkdlybuf4s50_1    357
ha_1               159
mux2i_1             96
nand2_1            258
nand3_1            120
nor2_1             214
nor3_1             104
o21ai_0            292
xnor2_1             93
[metrics by stage]
step,area (sq um),utilization (%)
final,22950,50.58
after global routing,22940,50.55
after CTS,22900,50.47
after detailed placement,22900,50.47
after global placement,22900,50.47
after floorplan,18440,-
No activity file was given, so power comes from the tool's default toggle rates.
