[design/flow/design.v]
`default_nettype none
module cache (
    input  wire        i_clk,
    input  wire        i_rst,
    input  wire        i_mem_ready,
    output wire [31:0] o_mem_addr,
    output wire        o_mem_ren,
    output wire        o_mem_wen,
    output wire [31:0] o_mem_wdata,
    input  wire [31:0] i_mem_rdata,
    input  wire        i_mem_valid,
    output wire        o_busy,
    input  wire [31:0] i_req_addr,
    input  wire        i_req_ren,
    input  wire        i_req_wen,
    input  wire [ 3:0] i_req_mask,
    input  wire [31:0] i_req_wdata,
    output wire [31:0] o_res_rdata
);
    localparam O = 4;             
    localparam S = 5;             
    localparam DEPTH = 2 ** S;    
    localparam W = 2;             
    localparam T = 32 - O - S;    
    localparam D = 2 ** O / 4;    
    reg [   31:0] datas0 [DEPTH - 1:0][D - 1:0];
    reg [   31:0] datas1 [DEPTH - 1:0][D - 1:0];
    reg [T - 1:0] tags0  [DEPTH - 1:0];
    reg [T - 1:0] tags1  [DEPTH - 1:0];
    reg [1:0] valid [DEPTH - 1:0];
    reg       lru   [DEPTH - 1:0];
    wire hit;
    reg eval_hit;
    reg [1:0] state;
    reg [1:0] next_state;
    reg update_data, update_tag, update_valid, update_lru;
    reg cache_write, first_mem_read, mem_write;
    reg cache_written, mem_written;
    reg done;
    wire in_0, in_1;
    reg was_write, prev_ren, prev_wen;
    reg initialized;
    reg prev_mem_ready, prev_mem_valid;
    integer i;
    integer j;
    reg next_word;
    reg [1:0] read_word_cnt, read_word_cnt_prev, write_word_cnt;
    localparam IDLE = 2'b00;
    localparam EVAL = 2'b01;
    localparam MEM_READ = 2'b10;
    localparam MEM_WRITE = 2'b11;
    always @(posedge i_clk) begin
        prev_mem_ready <= i_mem_ready;
    end
    always @(posedge i_clk) begin
        prev_mem_valid <= i_mem_valid;
    end
    always @(posedge i_clk) begin
        prev_ren <= i_req_ren;
    end
    always @(posedge i_clk) begin
        prev_wen <= i_req_wen;
    end
    always @(posedge i_clk) begin
        if (i_rst) begin
            state <= IDLE;
        end else begin
            state <= next_state;
        end
    end
    always @(posedge i_clk) begin
        if (i_rst) begin
            read_word_cnt <= 2'b00;
        end else if ((state == MEM_READ) & (prev_mem_ready & ~i_mem_ready) & (write_word_cnt != D - 1)) begin
            read_word_cnt <= read_word_cnt + 1'b1;
        end
    end
    always @(posedge i_clk) begin
        if (i_rst) begin
            write_word_cnt <= 2'b00;
        end else if (state == MEM_READ && i_mem_valid) begin
            write_word_cnt <= write_word_cnt + 1'b1;
        end
    end
    always @(posedge i_clk) begin
        if (i_rst) begin 
            read_word_cnt_prev <= 2'b00;
        end else begin
            read_word_cnt_prev <= read_word_cnt;
        end
    end
    always @(posedge i_clk) begin
        if (done) begin
            cache_written <= 1'b0;
        end else if (cache_write) begin
            cache_written <= 1'b1;
        end
    end
    always @(posedge i_clk) begin
        if (done) begin
            mem_written <= 1'b0;
        end else if (mem_write) begin
            mem_written <= 1'b1;
        end
    end
    always @(posedge i_clk) begin
        if (i_rst) begin
            was_write <= 1'b0;
        end else if (i_req_wen) begin
            was_write <= 1'b1;
        end else if (i_req_ren) begin
            was_write <= 1'b0;
        end
    end
    always @(posedge i_clk) begin
        if (i_rst) begin
            initialized <= 1'b0;
        end else if (state == IDLE && (i_req_ren | i_req_wen)) begin
            initialized <= 1'b1;
        end
    end
    always @(*) begin
        next_state = state;
        eval_hit = 1'b0;
        done = 1'b0;
        update_tag = 1'b0;
        update_valid = 1'b0;
        update_data = 1'b0;
        next_word = 1'b0;
        update_lru = 1'b0;
        cache_write = 1'b0;
        mem_write = 1'b0;
        first_mem_read = 1'b0;
        if (state == IDLE) begin
            done = 1'b1;
            if (i_req_ren | i_req_wen) begin
                next_state = EVAL;
                eval_hit = 1'b1;
            end
        end else if (state == EVAL) begin
            eval_hit = 1'b1;
            if (~hit & (prev_ren | prev_wen)) begin
                if (i_mem_ready) begin
                    next_state = MEM_READ;
                    first_mem_read = 1'b1;
                end
            end else if (was_write) begin
                update_lru = 1'b1;
                done = 1'b1;
            end else begin
                done = 1'b1;
            end
        end else if (state == MEM_READ) begin
            if (i_mem_valid & (write_word_cnt == D - 1)) begin
                if (was_write) begin
                    next_state = MEM_WRITE;
                end else begin
                    next_state = IDLE;
                    update_lru = 1'b1;
                end
                update_data = 1'b1;
                next_word = 1'b1;
            end else if (i_mem_valid && (write_word_cnt == D - 2)) begin
                update_data = 1'b1;
                update_tag = 1'b1;
                update_valid = 1'b1;
                next_word = 1'b1;
            end else if (i_mem_valid & (write_word_cnt != D - 1)) begin
                next_word = 1'b1;
                update_data = 1'b1;
            end
        end else if (state == MEM_WRITE) begin
            update_lru = 1'b1;
            next_state = IDLE;
        end
    end
    assign in_0 = (i_req_addr[31:S+O] == tags0[i_req_addr[O+S-1:O]] && valid[i_req_addr[O+S-1:O]][0]);
    assign in_1 = (i_req_addr[31:S+O] == tags1[i_req_addr[O+S-1:O]] && valid[i_req_addr[O+S-1:O]][1]);
    assign hit = in_0 || in_1;
    assign o_busy = (!hit || !done) && initialized && !(state == EVAL && (!prev_ren & !prev_wen)) && (state != IDLE);
    assign o_res_rdata = i_req_addr[31:S+O] == tags0[i_req_addr[O+S-1:O]] ? datas0[i_req_addr[O+S-1:O]][i_req_addr[O-1:2]] :
                         i_req_addr[31:S+O] == tags1[i_req_addr[O+S-1:O]] ? datas1[i_req_addr[O+S-1:O]][i_req_addr[O-1:2]] :
                         32'hxxxxxxx;
    assign o_mem_addr = {i_req_addr[31:O], read_word_cnt, 2'b00};
    assign o_mem_ren  = ((~prev_mem_ready & i_mem_ready) && state == MEM_READ) || first_mem_read;
    assign o_mem_wen  = hit & was_write;  
    assign o_mem_wdata = (in_0) ? (datas0[i_req_addr[O+S-1:O]][i_req_addr[O-1:2]] & ~{ {8{i_req_mask[3]}}, {8{i_req_mask[2]}}, {8{i_req_mask[1]}}, {8{i_req_mask[0]}} }) | (i_req_wdata & { {8{i_req_mask[3]}}, {8{i_req_mask[2]}}, {8{i_req_mask[1]}}, {8{i_req_mask[0]}} }) 
                                : (datas1[i_req_addr[O+S-1:O]][i_req_addr[O-1:2]] & ~{ {8{i_req_mask[3]}}, {8{i_req_mask[2]}}, {8{i_req_mask[1]}}, {8{i_req_mask[0]}} }) | (i_req_wdata & { {8{i_req_mask[3]}}, {8{i_req_mask[2]}}, {8{i_req_mask[1]}}, {8{i_req_mask[0]}} })           ;
    always @(posedge i_clk) begin
        if (i_rst) begin
            for (i = 0; i < DEPTH; i = i + 1) begin
                valid[i] <= 2'b00;
            end
        end else if (update_valid) begin
            if (lru[i_req_addr[O+S-1:O]] == 1'b0) begin
                valid[i_req_addr[O+S-1:O]][0] <= 1'b1;
            end else begin
                valid[i_req_addr[O+S-1:O]][1] <= 1'b1;
            end
        end
    end
    always @(posedge i_clk) begin
        if (i_rst) begin
            for (j = 0; j < DEPTH; j = j + 1) begin
                lru[j] <= 1'b0;
            end
        end else if (update_lru) begin
            if (in_0) begin
                lru[i_req_addr[O+S-1:O]] <= 1'b1;
            end else if (in_1) begin
                lru[i_req_addr[O+S-1:O]] <= 1'b0;
            end
        end
    end
    always @(posedge i_clk) begin
        if (update_data & (!was_write || write_word_cnt != i_req_addr[O-1:2])) begin
            if (lru[i_req_addr[O+S-1:O]] == 1'b0) begin
                datas0[i_req_addr[O+S-1:O]][write_word_cnt] <= i_mem_rdata;
            end else begin
                datas1[i_req_addr[O+S-1:O]][write_word_cnt] <= i_mem_rdata;
            end
        end else if (update_data & was_write & write_word_cnt == i_req_addr[O-1:2]) begin
            if (lru[i_req_addr[O+S-1:O]] == 1'b0) begin
                datas0[i_req_addr[O+S-1:O]][write_word_cnt] <= (i_mem_rdata & ~{ {8{i_req_mask[3]}}, {8{i_req_mask[2]}}, {8{i_req_mask[1]}}, {8{i_req_mask[0]}} }) | (i_req_wdata & { {8{i_req_mask[3]}}, {8{i_req_mask[2]}}, {8{i_req_mask[1]}}, {8{i_req_mask[0]}} });
            end else begin
                datas1[i_req_addr[O+S-1:O]][write_word_cnt] <= (i_mem_rdata & ~{ {8{i_req_mask[3]}}, {8{i_req_mask[2]}}, {8{i_req_mask[1]}}, {8{i_req_mask[0]}} }) | (i_req_wdata & { {8{i_req_mask[3]}}, {8{i_req_mask[2]}}, {8{i_req_mask[1]}}, {8{i_req_mask[0]}} });
            end
        end else if (hit & i_req_wen) begin
            if (in_0) begin
                datas0[i_req_addr[O+S-1:O]][i_req_addr[O-1:2]] <= (datas0[i_req_addr[O+S-1:O]][i_req_addr[O-1:2]] & ~{ {8{i_req_mask[3]}}, {8{i_req_mask[2]}}, {8{i_req_mask[1]}}, {8{i_req_mask[0]}} }) | (i_req_wdata & { {8{i_req_mask[3]}}, {8{i_req_mask[2]}}, {8{i_req_mask[1]}}, {8{i_req_mask[0]}} });
            end else if (in_1) begin
                datas1[i_req_addr[O+S-1:O]][i_req_addr[O-1:2]] <= (datas1[i_req_addr[O+S-1:O]][i_req_addr[O-1:2]] & ~{ {8{i_req_mask[3]}}, {8{i_req_mask[2]}}, {8{i_req_mask[1]}}, {8{i_req_mask[0]}} }) | (i_req_wdata & { {8{i_req_mask[3]}}, {8{i_req_mask[2]}}, {8{i_req_mask[1]}}, {8{i_req_mask[0]}} });
            end
        end
    end
    always @(posedge i_clk) begin
        if (update_tag) begin
            if (lru[i_req_addr[O+S-1:O]] == 1'b0) begin
                tags0[i_req_addr[O+S-1:O]] <= i_req_addr[31:S+O];
            end else begin
                tags1[i_req_addr[O+S-1:O]] <= i_req_addr[31:S+O];
            end
        end
    end
endmodule
`default_nettype wire
[design/flow/config.mk]
export PLATFORM = sky130hd
export DESIGN_NAME = cache
export DESIGN_NICKNAME = cache
export VERILOG_FILES = /design/flow/design.v
export SDC_FILE = /design/flow/constraint.sdc
export NUM_CORES = 4
export LEC_CHECK = 1
export CORE_UTILIZATION = 50
export SYNTH_MEMORY_MAX_BITS = 65536
[design/flow/run.sh]
#!/bin/bash
# OpenROAD 26Q1-2900-gdf79404cd8, Yosys 0.63+post, stock flow scripts
make -C /OpenROAD-flow-scripts/flow DESIGN_CONFIG=/design/flow/config.mk WORK_HOME=/design/flow/orfs finish
[design/flow/constraint.sdc]
current_design cache

set clk_period 34.1
set clk_io_pct 0.2

create_clock -name clk0 -period $clk_period [get_ports {i_clk}]

set non_clock_inputs [all_inputs -no_clocks]
set_input_delay [expr $clk_period * $clk_io_pct] -clock clk0 $non_clock_inputs
set_output_delay [expr $clk_period * $clk_io_pct] -clock clk0 [all_outputs]
==> reports/qor.rpt <==
OUTCOME
--------------------------------------------------------------------------------
Outcome                                                                completed

MIN PATH
--------------------------------------------------------------------------------
HP Class                                                                 reg2reg
Destination of the worst hold path                                  valid[25][0]
Worst hold start                                                    valid[25][0]
Hold depth                                                                     2

DIE
--------------------------------------------------------------------------------
Starting utilization of the core area                                      0.502
Die y size                                                                869 µm
Die Span X                                                                869 µm
Placeable core area                                                   750000 µm²
Site row count                                                               318
Top-level port count                                                         205
Total Die Area                                                        756000 µm²

SYNTHESIS
--------------------------------------------------------------------------------
Number of distinct library cells after synthesis                              73
Register share after synthesis                                             0.778
Count of library flops with an enable pin                                   9696
Mean Syn Cell Area                                                      23.1 µm²
# Cells Yosys                                                              16300
Top-area cell share                                                        0.774
FFs w/ async S/R, synth                                                        0
Gate Count Post-Synth                                                      16300
Cell type with the largest total area                                   edfxtp_1
Total cell area reported by yosys after synthesis                     376000 µm²
Synthesized registers                                                       9771
Synth top area cells                                                edfxtp_1, mux4_2, mux2i_1, o22ai_1, clkbuf_1
Dominant flop cell                                                      edfxtp_1
Count of warnings emitted by yosys                                             1
Synthesized cell area                                                 376000 µm²

WORST SETUP PATH
--------------------------------------------------------------------------------
Destination of the worst register-to-register timing path           datas1[36][1]
Startpoint-to-endpoint class of the critical path                         in2out
Maximum single-stage delay on the critical path                          0.66 ns
Cell seen most often among critical-path stages                            buf_4
Beginning of the worst register-to-register path                    tags0[26][12]
Worst R2R Path Depth                                                          15
Crit start category                                                   input port
Max FO, Critical Path                                                         58
Ordered list of cells on the worst path                             buf_16 > buf_4 > buf_4 > buf_4 > buf_4 > buf_4 > buf_4 > buf_4 > mux4_2 > mux4_2 > mux2i_1 > o22ai_1 > o31ai_1 > mux2i_1 > clkdlybuf4s50_1
Required arrival time at the worst endpoint                             27.28 ns
Slowest cell on the critical path                                        mux2i_1
Reg2reg setup slack                                                     26.58 ns
Worst EP arrival                                                        14.88 ns
Worst Setup End Kind                                                primary output

POWER AND IR DROP
--------------------------------------------------------------------------------
Internal power of the cells                                              19.3 mW
Power per cell area                                                  57.8 nW/µm²
Seq pwr share                                                              0.536
Power spent charging and discharging nets                                5.37 mW
Share of power burned in combinational logic                               0.057
Clock network fraction of total power                                      0.406
Largest voltage drop on the vdd net                                    0.0638 mV
Leakage power of the design                                               135 nW
Switching Share                                                            0.218

GRT
--------------------------------------------------------------------------------
Global-route wire length before repair                                   1470 mm
GR Overflow Total                                                              0
Pin count of the biggest net entering global routing                         114
Antenna violations before repair                                              56
Number of global-route vias before repair                                 194000
Overall track demand over capacity in global routing                       0.318

DETAILED ROUTING
--------------------------------------------------------------------------------
First-pass iteration count of the detailed router                              6
Antenna viol nets, final                                                       0
Number of remaining DRC errors                                                 0
Total Wirelength                                                         1060 mm
First DRT Iteration DRCs                                                   12100
Via count                                                                 178000
Routed vias/inst                                                            6.28
Wire per inst                                                            37.4 µm

STA
--------------------------------------------------------------------------------
Upper clock frequency limit                                           0.0461 GHz
Final tally of max-slew violations                                             0
Period utilization                                                         0.636
Final tally of hold violations                                                 0
Clk_skew                                                                0.106 ns
Post-route minimum period                                               21.70 ns
Setup repair after global routing missed its margin                        false
Final tally of setup violations                                                0
Worst rel slew slack                                                      0.0736
Setup TNS after final layout                                                0 ns
Actual slew at the worst max-slew pin                                    1.39 ns

PLACE
--------------------------------------------------------------------------------
Routability congestion estimate                                            0.888
DP Wirelength                                                             604 mm
Quantity of I/O buffers inserted on ports                                    200
Placed Area                                                           397000 µm²

LAYOUT
--------------------------------------------------------------------------------
Area growth syn-to-layout                                                  13.5%
Fraction of final layout cells with drive strength greater than 1          0.300
Final Cell Area                                                       427000 µm²
Commonest Layout Cell                                                         edfxtp_1
Most frequent cells in the layout                                   edfxtp_1, mux4_2, buf_4

CTS
--------------------------------------------------------------------------------
Number of resized instances in the post-cts repair step                        0
Number of sinks on the clock net                                            9771
Setup Fix Bufs, Post-CTS                                                       0
CTS hold repair buffers                                                        0
CTS tree                                                                     yes
Clock transition at the registers of the reported paths                  0.06 ns
Clock Path Buffers                                                             4
Total CTS buffers                                                            952
Clock insertion delay at the later pin of the skew report                1.23 ns
Deepest level of the CTS H-tree                                                6
Buffer cell driving the clock tree root                                clkbuf_16

JOB
--------------------------------------------------------------------------------
Max_cap viols                                                                  0
Count of tool warnings                                                        34

[layer usage]
metal  wire [µm]  GRT usage  up-vias  share of wire
met5        1880     0.0196        -         0.0018
met4       39500     0.0863       62          0.037
met3      243000      0.310     1787           0.23
met2      470000      0.420    13500           0.45
met1      301000      0.388    89900           0.28
li1            -          -    72300              -
[critical path: cells and delay by family]
| kind | cells | cell delay [ns] |
|---|---|---|
| buf+inv | 9 | 4.58 |
| compound gates | 2 | 1.05 |
| mux | 4 | 2.10 |
[logic make-up (layout without fill, tap and decap cells)]
family,count (synthesis),in the layout,synth area share
AOI/OAI and AO/OA,837,837,0.0148
buffers and inverters,1020,3027,0.0117
muxes,3540,3540,0.181
and+or+nand+nor,1068,1068,0.0139
adders and majority gates,2,2,0.0000665
other,1,62,0.00000997
DFF,9771,9771,0.778
xor gates and xnor gates,28,28,0.000652
[per-stage QoR]
step                worst slack, ns  std cells  hold WS, ns  total power, mW   util
floorplan                     16.58      16300        0.435             14.2      -
global placement              12.27      26500        0.451             14.9  0.530
detailed placement            12.32      26500        0.453             14.9  0.530
CTS                           12.28      28200        0.467             24.8  0.570
global route                  11.67      28200        0.484             25.4  0.570
finish                        12.40      28300        0.463             24.7  0.570
[cells in the mapped netlist, types with 5 or more instances]
| library cell | count |
|---|---|
| edfxtp_1 | 9696 |
| mux4_2 | 2606 |
| mux2i_1 | 901 |
| clkbuf_1 | 603 |
| o22ai_1 | 407 |
| nor2_1 | 367 |
| nand2_1 | 218 |
| buf_2 | 178 |
| nor3_1 | 148 |
| buf_1 | 114 |
| nor4_1 | 107 |
| o21ai_0 | 86 |
| a21oi_1 | 83 |
| dfxtp_1 | 75 |
| nor3b_1 | 66 |
| buf_4 | 61 |
| a22oi_1 | 54 |
| inv_1 | 45 |
| a211oi_1 | 38 |
| a31o_2 | 36 |
| mux2_2 | 33 |
| o211ai_1 | 32 |
| nand3_1 | 28 |
| o221a_2 | 25 |
| xor2_1 | 24 |
| nor2b_1 | 23 |
| and3_1 | 21 |
| nand2b_1 | 20 |
| buf_6 | 18 |
| a221oi_1 | 17 |
| a22o_1 | 12 |
| nand4_1 | 12 |
| a21boi_0 | 9 |
| or2_2 | 7 |
| and2_1 | 6 |
| and4_1 | 5 |
| nand4b_1 | 5 |
| or4_1 | 5 |
| or4b_1 | 5 |
[state kept, by name (all words and copies together), names as in the netlist]
register	flops
datas0	4096
datas1	4096
tags0	736
tags1	736
valid	64
lru	32
read_word_cnt	2
state	2
write_word_cnt	2
initialized	1
prev_mem_ready	1
prev_ren	1
prev_wen	1
was_write	1
[layout make-up]
cell class | instances | area (µm²)
flip-flops and latches | 9771 | 293000
fillers | 53400 | 322000
repair buffers | 1239 | 10000
multi-input cells | 5477 | 82100
inverters | 46 | 185
clock inverters | 539 | 4740
clock buffers | 1203 | 24900
diodes | 60 | 150
well taps | 9920 | 12400
[worst max-delay path by stage]
stage,startpoint,end,cells after the start
4_1_cts,i_req_addr[2],o_mem_wdata[7],18
5_1_grt,i_req_addr[2],o_mem_wdata[8],18
6_report,i_req_addr[2],o_mem_wdata[9],15
[power by group through the flow]
stage	combinational, mW	sequential, mW	clock, mW
4_1_cts	1.41	13.2	10.2
5_1_grt	1.50	13.2	10.6
6_report	1.42	13.2	10.0
No activity file was given, so power comes from the tool's default toggle rates.
