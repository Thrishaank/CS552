## flow/design.v

```verilog
`default_nettype none
module rf #(
    parameter BYPASS_EN = 0
) (
    input  wire        i_clk,
    input  wire        i_rst,
    input  wire [4:0] i_rs1_raddr,
    output wire [31:0] o_rs1_rdata,
    input  wire [4:0] i_rs2_raddr,
    output wire [31:0] o_rs2_rdata,
    input  wire        i_rd_wen,
    input  wire [ 4:0] i_rd_waddr,
    input  wire [31:0] i_rd_wdata
);
    reg [31:0] mem [0:31];
    reg [31:0] o_rs1_rdata_r;  
    reg [31:0] o_rs2_rdata_r;  
    integer i;
    always @(posedge i_clk) begin
        if (i_rst) begin
            for (i = 0; i < 32; i = i + 1) begin
                mem[i] <= 32'b0;
            end
        end else if (i_rd_wen & (|i_rd_waddr)) begin
            mem[i_rd_waddr] <= i_rd_wdata;
        end
    end
    always @(*) begin
        if (BYPASS_EN & i_rd_wen & (|i_rd_waddr)) begin
            if (i_rs1_raddr == i_rd_waddr) begin
                o_rs1_rdata_r = i_rd_wdata;
            end else begin
                o_rs1_rdata_r = mem[i_rs1_raddr];
            end
            if (i_rs2_raddr == i_rd_waddr) begin
                o_rs2_rdata_r = i_rd_wdata;
            end else begin
                o_rs2_rdata_r = mem[i_rs2_raddr];
            end
        end else begin
            if (~|i_rs1_raddr) begin
               o_rs1_rdata_r = 32'b0;
            end else begin
                o_rs1_rdata_r = mem[i_rs1_raddr];
            end
            if (~|i_rs2_raddr) begin
               o_rs2_rdata_r = 32'b0;
            end else begin
                o_rs2_rdata_r = mem[i_rs2_raddr];
            end
        end
    end
    assign o_rs1_rdata = o_rs1_rdata_r;
    assign o_rs2_rdata = o_rs2_rdata_r;
endmodule
`default_nettype wire
```

## flow/run.sh

```bash
#!/bin/bash
# OpenROAD 26Q1-2900-gdf79404cd8, Yosys 0.63+post, stock flow scripts
make -C /OpenROAD-flow-scripts/flow DESIGN_CONFIG=/design/flow/config.mk WORK_HOME=/design/flow/orfs finish
```

## flow/config.mk

```make
export PLATFORM = sky130hd
export DESIGN_NAME = rf
export DESIGN_NICKNAME = rf
export VERILOG_FILES = /design/flow/design.v
export SDC_FILE = /design/flow/constraint.sdc
export NUM_CORES = 4
export LEC_CHECK = 1
export CORE_UTILIZATION = 30
```

## flow/constraint.sdc

```tcl
current_design rf

set clk_period 15.8
set clk_io_pct 0.2

create_clock -name clk0 -period $clk_period [get_ports {i_clk}]

set non_clock_inputs [all_inputs -no_clocks]
set_input_delay [expr $clk_period * $clk_io_pct] -clock clk0 $non_clock_inputs
set_output_delay [expr $clk_period * $clk_io_pct] -clock clk0 [all_outputs]
```

==> results_slide.txt <==
Implementation Results

Synth
  • Post-synth regs: 1024
  • Async S/R FF share, synth: 0
  • Seq share, synth: 0.567
  • Synth cell types: around 42
  • Synth warn: 1
  • Top_reg_cell synth: edfxtp_1
  • Post-synthesis cell count: between 3000 and 4000
  • Syn_area_per_cell: 15.5 µm²
  • Yosys chip area: 0.0542 mm²
  • Synthesized cell area: roughly 0.054 mm²
  • Count of library flops with an enable pin: between 1000 and 1500
  • Ys cells: between 3000 and 4000

Pwr
  • P_leak: 20.8 nW
  • Max VDD drop: a little under 0.08 mV
  • Power Dens Cells: around 110 mW/mm²

Clock network
  • # clock sinks: 1024
  • Clock root cell: clkbuf_16
  • Max H-tree Level: 3
  • Post-CTS Setup Inserts: 0
  • Post-CTS Resized: 0
  • Number of hold buffers added after cts: 0
  • Worst-path clk slew: 0.06 ns
  • Max clock buf depth: 3
  • Num CTS Buffers: 110
  • CTS tree: yes

Cells and area
  • Gate Area: 0.0221 mm²
  • Regs by FF count: mem: 1024 flops
  • Final core utilization: 0.346
  • Filler instances: roughly 17000
  • Register area: around 0.03 mm²
  • Area grow syn2layout: 14.2%
  • Max reg flops: 1024
  • Post-route cell area: 0.0619 mm²
  • Most flops, register: mem
  • Share of layout cells above drive strength 1: 0.254

Global routing
  • GRT Util Overall: 0.215
  • Global-route wire length before repair: approximately 260 mm
  • Gr ovfl total: 0
  • Vias in the first global route: around 36000
  • Initial antenna violation count: 12
  • Largest net degree at the start of global routing: ~73

Flow run
  • Maxcap violations: 0
  • OpenROAD warning count: 26

Detailed routing
  • Final ANT Viol Nets: 0
  • Mean number of vias per cell: between 5 and 6
  • Routed length per instance: approximately 30 µm
  • Final wirelength: between 150 and 200 mm
  • DRC viols: 0
  • Number of iterations in the first detailed-routing pass: 5
  • Initial DRC count: 2077
  • Vias: ~33000

Timing
  • Final setup fails: 0
  • Final Hold Vio Count: 0
  • Max_slew headroom: 0.274
  • FMAX: about 0.094 GHz
  • Slew @ Worst Pin: between 1 and 1.5 ns
  • Min Clock Period, post-route: around 11 ns
  • Fin. max-slew vios: 0
  • Tcrit/Tclk final: 0.676
  • Total Neg Setup Slack: 0 ns
  • RSZ-0062 raised after global routing: false

Floorplanning
  • Row count: around 160
  • CORE AREA: between 0.15 and 0.2 mm²
  • Boundary Pins: between 100 and 150
  • Die area: about 0.18 mm²
  • Die X: 427 µm
  • Starting density of the core: 0.303
  • Die Y: around 430 µm

Worst hold path
  • Hold Crit Class: input port to flip-flop
  • WHS Endpoint: mem[0][17]$_SDFFCE_PN0P_
  • Hold wc startpoint: i_rst
  • Hold path cells: 2

Placement
  • RePlAce Congestion: 0.910
  • Port buffer count: 113
  • Post-detail-place hpwl: between 100 and 150 mm
  • Dpl cell area: approximately 0.058 mm²

Setup path
  • Maximum fanout along the worst path: approximately 55
  • Worst EP arrival: 7.53 ns
  • Worst setup path class: input port to primary output
  • Worst EP required: 12.64 ns
  • Crit start category: input port
  • Crit end category: primary output

Status
  • Status: complete, no violations
-- per-layer routing --
layer | track usage | routed length [µm]
met1 | 0.229 | 57300
met2 | 0.323 | 85100
met3 | 0.151 | 29100
met4 | 0.103 | 10900
met5 | 0.00476 | 137
-- layout by cell type (no fill, tap or decap), types with 33 or more instances in the layout --
master	n
edfxtp_1	1024
and2_1	994
mux4_2	472
buf_4	174
mux2i_1	150
clkbuf_16	114
o22ai_1	103
clkdlybuf4s50_1	103
nor3_1	54
a22o_1	51
a2111oi_1	41
or2_2	33
-- stage by stage --
stage / hold WS [ns] / power (mW) / setup slack, ns / std cells
6_report: 3.08 / 6.67 / 5.11 / 5998
3_3_place_gp: 3.82 / 4.06 / 5.20 / 5788
5_1_grt: 3.07 / 6.86 / 4.75 / 5996
2_1_floorplan: 3.36 / 3.71 / 7.88 / 3533
3_5_place_dp: 3.82 / 4.07 / 5.22 / 5788
4_1_cts: 3.04 / 6.71 / 5.21 / 5992
-- report_power, final --
part	leakage, nW	switching [mW]	total (mW)	internal, mW
clock	1.79	1.10	2.66	1.56
sequential	9.75	0.0753	3.21	3.14
combinational	9.27	0.442	0.797	0.356
total	20.8	1.62	6.67	5.05
-- cells by family after synthesis --
group	count (synthesis)	share of synthesized area
flops	1024	0.567
mux	652	0.230
simple gates	1177	0.133
buf+inv	389	0.0331
other cells	1	0.0000691
compound gates	259	0.0365
-- layout make-up --
type,instances,share of cell area
Clock inverter,73,0.0123
Tap cell,2355,0.0476
Sequential cell,1024,0.497
Clock buffer,131,0.0471
Timing Repair Buffer,287,0.0395
Multi-Input combinational cell,2120,0.357
Inverter,2,0.000121
Antenna cell,6,0.000242
-- synth_stat cells (5+ instances only) --
| master | instances | share of area |
|---|---|---|
| a22o_1 | 51 | 0.0082 |
| buf_4 | 31 | 0.0043 |
| nand3b_1 | 5 | 0.00069 |
| nor4_1 | 6 | 0.00069 |
| nand2_1 | 7 | 0.00048 |
| nand2b_1 | 5 | 0.00058 |
| a2111oi_0 | 14 | 0.0023 |
| nand3_1 | 5 | 0.00046 |
| nor3_1 | 54 | 0.0050 |
| clkbuf_1 | 273 | 0.019 |
| or2_2 | 33 | 0.0038 |
| a2111oi_1 | 41 | 0.0076 |
| nor2_1 | 36 | 0.0025 |
| buf_1 | 17 | 0.0012 |
| mux2i_1 | 150 | 0.028 |
| o22ai_1 | 103 | 0.012 |
| nor2b_1 | 14 | 0.0016 |
| mux2_2 | 30 | 0.0062 |
| and2_1 | 995 | 0.11 |
| buf_2 | 44 | 0.0041 |
| a21oi_1 | 12 | 0.0011 |
| mux4_2 | 472 | 0.20 |
| buf_6 | 22 | 0.0046 |
| a22oi_1 | 16 | 0.0022 |
| a211oi_1 | 7 | 0.00097 |
| edfxtp_1 | 1024 | 0.57 |
-- worst max-delay path by stage --
stage	from	end	cells past startpoint	slack [ns]
after CTS	i_rs1_raddr[0]	o_rs1_rdata[24]	9	5.21
after global routing	i_rs1_raddr[0]	o_rs1_rdata[24]	9	4.75
final	i_rs1_raddr[0]	o_rs1_rdata[24]	9	5.11
-- worst max-delay path, stage by stage --
cell             delay, ns
buf_8                 0.45
buf_4                 0.57
buf_4                 0.38
buf_4                 0.54
mux4_2                0.57
nor2b_1               0.14
a2111oi_0             0.94
nor4b_1               0.19
clkdlybuf4s50_1       0.47
Power and IR drop assume default switching activity.
